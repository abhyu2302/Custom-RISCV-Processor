**config.mk**
```make
export PLATFORM = sky130hd
export DESIGN_NAME = Datapath
export DESIGN_NICKNAME = Datapath
export VERILOG_FILES = /design/flow/design.v
export SDC_FILE = /design/flow/constraint.sdc
export NUM_CORES = 4
export LEC_CHECK = 1
export CORE_UTILIZATION = 40
```
**constraint.sdc**
```tcl
current_design Datapath

set clk_period 33.5
set clk_io_pct 0.2

create_clock -name clk0 -period $clk_period [get_ports {clk}]

set non_clock_inputs [all_inputs -no_clocks]
set_input_delay [expr $clk_period * $clk_io_pct] -clock clk0 $non_clock_inputs
set_output_delay [expr $clk_period * $clk_io_pct] -clock clk0 [all_outputs]
```
**design.v**
```verilog
module ALU (
    input [31:0] A,
    input [31:0] B,
    input [3:0] ALUControl,
    output reg [31:0] Result,
    output reg Zero
);
    always @(*) begin
        case (ALUControl)
            4'b0000: Result = A & B;            
            4'b0001: Result = A | B;            
            4'b0010: Result = ~(A & B);         
            4'b0011: Result = ~(A | B);         
            4'b0100: Result = A ^ B;            
            4'b0101: Result = A + B;            
            4'b0110: Result = A - B;            
            4'b0111: Result = ($signed(A) < $signed(B)) ? 1 : 0;  
            4'b1000: Result = ($signed(A) > $signed(B)) ? 1 : 0;  
            4'b1001: Result = A * B;            
            4'b1010: Result = B ? (A % B) : 0;  
            4'b1011: Result = A << B[4:0];      
            4'b1100: Result = A >> B[4:0];      
            4'b1101: Result = ~A;               
            4'b1110: Result = ~B;               
            default: Result = 0;
        endcase
        Zero = (Result == 0) ? 1'b1 : 1'b0;
    end
endmodule
module Datapath(
  input clk,
  input reset,
  input [31:0] instruction,
  input [31:0] PC,
  input RegWrite, ALUSrc,MEMRead, MEMwrite, MEMToReg, Branch,
  input [1:0] ALUOp,
  output Zero,
  output [31:0] ALUResult,
  output [31:0] WriteData,
  output [31:0] WriteBackData,
  output [31:0] BranchTarget );
  wire [4:0] rs1 = instruction[19:15];
  wire [4:0] rs2 = instruction[24:20];
  wire [4:0] rd = instruction[11:7];
  wire [6:0] funct7 = instruction[31:25];
  wire [2:0] funct3 = instruction[14:12];
  wire [6:0] opcode = instruction[6:0];
  wire [31:0] readData1, readData2;
  RegisterFile rf( .clk(clk), .RegWrite(RegWrite), .rs1(rs1), .rs2(rs2), .rd(rd), .writeData(WriteBackData), .readData1(readData1),.readData2(readData2));
  assign WriteData = readData2;
  reg [31:0] imm;
  always@(*)begin
    case(opcode)
      7'b0010011, 7'b0000011: 
        imm = {{20{instruction[31]}},instruction[31:20]};
      7'b0100011: 
        imm = {{20{instruction[31]}}, instruction[31:25], instruction[117]};
      7'b1100011:  
        imm= {{19{instruction[31]}}, instruction[31], instruction[7], instruction[30:25], instruction[11:0], 1'b0};
      default:
        imm = 32'd0;
    endcase
  end
  reg [3:0] ALUControl;
  always@(*)begin
    case(ALUOp)
      2'b00: ALUControl = 4'b0010;  
      2'b01: ALUControl = 4'b0110;  
      2'b10: begin  
        case({funct7, funct3})
          {7'b0000000, 3'b000}: ALUControl = 4'b0010;  
          {7'b0100000, 3'b000}: ALUControl = 4'b0110;  
          {7'b0000000, 3'b111}: ALUControl = 4'b0000;  
          {7'b0000000, 3'b110}: ALUControl = 4'b0001;  
          {7'b0000000, 3'b010}: ALUControl = 4'b0111;  
          default:              ALUCOntrol = 4'b0000;
        endcase
      end
      default: ALUControl = 4'b0000;
    endcase
  end
  wire [31:0] ALUInput2 = (ALUSrc) ? imm : readData2;
  ALU alu(
    .A(readData1), .B(ALUInput2), .ALUControl(ALUControl), .Result(ALUResult), .Zero(Zero)
  );
  assign BranchTarget = PC + imm;
  assign WriteBackData = (MemToReg) ? 32'd0: ALUResult;
endmodule
module RegisterFile (
    input clk,
    input RegWrite,
    input [4:0] rs1,
    input [4:0] rs2,
    input [4:0] rd,
    input [31:0] writeData,
    output reg [31:0] readData1,
    output reg [31:0] readData2
);
    reg [31:0] registers [0:31];
    always @(*) begin
        readData1 = (rs1 == 0) ? 0 : registers[rs1];  
        readData2 = (rs2 == 0) ? 0 : registers[rs2];
    end
    always @(posedge clk) begin
        if (RegWrite && rd != 0)
            registers[rd] <= writeData;  
    end
endmodule
```
**run.sh**
```bash
#!/bin/bash
# OpenROAD 26Q1-2900-gdf79404cd8, Yosys 0.63+post, stock flow scripts
make -C /OpenROAD-flow-scripts/flow DESIGN_CONFIG=/design/flow/config.mk WORK_HOME=/design/flow/orfs finish
```
==> flow_metrics.env <==
# source this file to load flow results
export IMPL_ys_async_sr_fraction=0
export IMPL_fp_util=0.404
export IMPL_post_cts_buffers=0
export IMPL_finalMaxSlewViolations=0
export IMPL_clk_insertion_delay_late_ns=0.75
export IMPL_tritoncts="done"
export IMPL_peakVddDrop_v=0.0000380
export IMPL_syn_inst=3349
export IMPL_grt_antenna_before_repair=2
export IMPL_vias=33500
export IMPL_place_hpwl_um=109000
export IMPL_final_core_utilization=0.461
export IMPL_holdPathStages=9
export IMPL_routed_via_density=6.16
export IMPL_ctsHoldBuffers=0
export IMPL_fin_crit_ns=22.25
export IMPL_max_freq_mhz=44.9
export IMPL_cellPowerDensity_mw_per_mm2=49.6
export IMPL_totalWireLength_um=173000
export IMPL_edf_count=1024
export IMPL_first_global_vias=35600
export IMPL_unclocked_regs=3
export IMPL_synth_chip_area_mm2=0.0556
export IMPL_syn_area_mm2=0.0556
export IMPL_overflow=0
export IMPL_worst_slew_pin_transition_ns=1.00
export IMPL_die_h_um=375
export IMPL_required_ns=26.80
export IMPL_dieArea_mm2=0.140
export IMPL_die_w_um=375
export IMPL_core_mm2=0.138
export IMPL_hold_path_class="flip-flop to flip-flop"
export IMPL_clock_root_buffer="clkbuf_16"
export IMPL_synthDistinctLibCells=90
export IMPL_maxCapViolCount=0
export IMPL_fillers=11600
export IMPL_grtUsageTotal=0.272
export IMPL_yosys_most_used_dff="edfxtp_1"
export IMPL_finalHoldViolCount=0
export IMPL_antenna_left=0
export IMPL_drtIter0Drc=2178
export IMPL_drive_gt1_frac=0.285
export IMPL_status="complete, no violations"
export IMPL_finalSetupTns_ns=0
export IMPL_untimed_endpoints=3
export IMPL_yosysWarnings=8
export IMPL_remaining_drc_errors=0
export IMPL_critPathKind="input port to primary output"
export IMPL_arrival_ns=15.55
export IMPL_gp_congestion=1.01
export IMPL_largest_area_cell="edfxtp_1"
export IMPL_setup_viol=0
export IMPL_whs_ns=2.14
export IMPL_critPathCaptureType="primary output"
export IMPL_wl_per_cell_um=31.9
export IMPL_rr_worst_depth=19
export IMPL_grt_pass1_wl_um=250000
export IMPL_first_pass_iters=8
export IMPL_finalPower_mw=3.15
export IMPL_htree_levels=3
export IMPL_finish_instance_area_mm2=0.0635
export IMPL_netlist_area_leader_share=0.553
export IMPL_ys_ff=1027
export IMPL_port_buffers=197
export IMPL_warnings=102
export IMPL_syn_area_per_cell_um2=16.6
export IMPL_grt_setup_unrepaired="no"
export IMPL_area_delta_synth_final_pct=14.2
export IMPL_synth_area_top_cells="edfxtp_1 (55%), mux4_2 (26%), ha_1 (3.0%)"
export IMPL_dpl_cell_area_mm2=0.0602
export IMPL_cts_resized=0
export IMPL_cts_inserted_buffers=105
export IMPL_critPathMaxFanout=42
export IMPL_grt_max_degree=76
export IMPL_io_pins=203
export IMPL_finClkSkew_ns=0.0478
export IMPL_fin_crit_sh=0.664
export IMPL_slew_headroom=0.311
export IMPL_startpoint_type="input port"
export IMPL_rows=136
export IMPL_clk_pin_slew_ns=0.06
export IMPL_ys_cells=3349
export IMPL_clockBufferDepth=3
export IMPL_p_leak_nw=20.9
placed cells by master (no fill, tap or decap), types with 13 or more instances in the layout:
cell type / Yosys / routed
mux4_2: 640 / 640
clkbuf_1: 140 / 17
nor2b_1: 18 / 18
conb_1: 1 / 32
xor2_1: 17 / 17
o211ai_1: 21 / 21
edfxtp_1: 1024 / 1024
buf_4: 32 / 142
clkdlybuf4s50_1: 0 / 186
nand2b_1: 50 / 50
inv_1: 134 / 134
nor2_1: 168 / 145
xnor2_1: 66 / 66
a31oi_1: 14 / 14
nor3_1: 40 / 29
mux2_2: 16 / 16
o21ai_0: 106 / 102
nand2_1: 128 / 128
a21oi_1: 136 / 134
mux2i_1: 36 / 36
clkinv_1: 1 / 25
nand3_1: 29 / 29
clkinv_2: 0 / 21
a21o_1: 46 / 46
clkbuf_16: 0 / 105
nor3_2: 2 / 13
nor2_4: 0 / 22
ha_1: 134 / 134
o21bai_1: 15 / 15
o21a_1: 28 / 28
state kept, by name, indices dropped and copies added (netlist names):
| name | count |
|---|---|
| rf.registers | 1024 |
| ALUControl | 3 |
metrics by stage:
step,cells,setup WS [ns]
3_3_place_gp,5243,11.08
2_1_floorplan,3380,13.55
4_1_cts,5431,11.15
3_5_place_dp,5243,11.16
6_report,5433,11.25
5_1_grt,5431,10.69
power by group:
group / total [mW] / switching [mW] / internal, mW
registers: 1.48 / 0.00608 / 1.48
clock network: 1.13 / 0.498 / 0.630
logic: 0.542 / 0.319 / 0.223
total: 3.15 / 0.823 / 2.33
synth_stat cells, drive strengths merged, types with 5 or more instances:
library cell and n:
nand2 128, nor2 169, clkbuf 141, nand2b 50, buf 126, mux2 17, a21o 46, o221ai 10
a22oi 7, a31oi 14, a221oi 12, ha 134, and3 8, nand3 29, nor2b 18, nor3b 5
a21oi 136, o21a 28, mux4 640, a211o 6, nor3 42, o21bai 15, inv 135, or4 9
o21ai 109, or3 8, edfxtp 1024, o211ai 23, mux2i 36, o211a 6, and2 8, a211oi 13
nand4 9, or2 5, nor4 11, xor2 17, xnor2 66, a221o 9
worst paths after layout:
path,endpoint,slack (ns),start
hold / removal,rf.registers[16][23],2.14,rf.registers[26][23]
setup reg to reg,rf.registers[30][27],26.56,rf.registers[19][1]
hold reg to reg,rf.registers[16][23],2.14,rf.registers[26][23]
setup / recovery,Zero,11.25,instruction[21]
worst max-delay path, cell delays in order:
cell             delay, ns
buf_8                 0.31
buf_4                 0.55
buf_4                 0.58
buf_4                 0.65
mux4_2                0.41
mux4_2                0.50
mux2i_1               0.39
nor2_1                0.14
nor2_1                0.12
a21o_1                0.15
ha_1                  0.36
or3_1                 0.51
nor4_1                0.19
o21ai_0               0.22
a31oi_1               0.25
o21ai_0               0.14
a21bo_2               0.24
a31o_2                0.49
nand3b_1              0.33
nor4_1                0.39
nand4b_1              0.25
or4b_1                0.56
nor3_2                0.42
clkdlybuf4s50_1       0.55
layer usage:
layer,track usage,share of wire
met5,0.0110,0.0011
met4,0.0708,0.034
met3,0.178,0.16
met2,0.405,0.47
met1,0.342,0.33
layout make-up:
type                    instances  area, um^2  area share
repair buffers                336        3040      0.0478
inverters                     136         510     0.00804
well taps                    1794        2240      0.0353
clock inverters                66         606     0.00954
clock buffers                 122        2690      0.0424
flip-flops and latches       1027       30800       0.485
multi-input cells            1950       23600       0.372
diodes                          2        5.00   0.0000788
logic make-up (layout without fill, tap and decap cells):
kind of cell               Yosys count  count (layout)  synth area share
AOI/OAI and AO/OA                  491             491            0.0584
adders and majority gates          137             137            0.0312
DFF                               1024            1024             0.553
other                                1              34         0.0000675
muxes                              693             693             0.269
latches                              3               3          0.000810
buffers and inverters              403             660            0.0299
and+or+nand+nor                    514             514            0.0442
xor gates and xnor gates            83              83            0.0131
Power figures rest on the tool's default switching activity, not on a simulated workload.
